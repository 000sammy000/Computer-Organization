<file path="flow/run.sh">
#!/bin/bash
# OpenROAD 26Q1-2900-gdf79404cd8, Yosys 0.63+post, stock flow scripts
make -C /OpenROAD-flow-scripts/flow DESIGN_CONFIG=/design/flow/config.mk WORK_HOME=/design/flow/orfs finish
</file>
<file path="flow/config.mk">
export PLATFORM = sky130hd
export DESIGN_NAME = alu
export DESIGN_NICKNAME = alu
export VERILOG_FILES = /design/flow/design.v
export SDC_FILE = /design/flow/constraint.sdc
export NUM_CORES = 4
export LEC_CHECK = 1
export CORE_UTILIZATION = 30
</file>
<file path="flow/constraint.sdc">
current_design alu

set clk_period 1.5
set clk_io_pct 0.2

create_clock -name clk0 -period $clk_period [get_ports {clk}]

set non_clock_inputs [all_inputs -no_clocks]
set_input_delay [expr $clk_period * $clk_io_pct] -clock clk0 $non_clock_inputs
set_output_delay [expr $clk_period * $clk_io_pct] -clock clk0 [all_outputs]
</file>
<file path="flow/design.v">
`timescale 1ns/1ps
module alu(
    clk,             
    rst_n,           
    src1,            
    src2,            
    ALU_control,     
    result,          
    zero,            
    cout,            
    overflow         
);
input clk;
input rst_n;
input [31:0] src1;
input [31:0] src2;
input [3:0] ALU_control;
output [32-1:0] result;
output zero;
output cout;
output overflow;
reg [32-1:0] result;
reg zero, cout, overflow;
wire [31:0] w_result;
wire [31:0] carry_out;
wire cin;
assign cin=(ALU_control==4'b0110||ALU_control==4'b0111)?1'b1:1'b0;
alu_top ALU00(.src1(src1[0]), .src2(src2[0]), .less(1'b0), .A_invert(ALU_control[3]), .B_invert(ALU_control[2]), .cin(cin), .operation(ALU_control[1:0]), .result(w_result[0]), .cout(carry_out[0]));
genvar i;
generate for(i=1;i<32;i=i+1)begin
    alu_top ALU01(.src1(src1[i]), .src2(src2[i]), .less(w_result[i-1]), .A_invert(ALU_control[3]), .B_invert(ALU_control[2]), .cin(carry_out[i-1]), .operation(ALU_control[1:0]), .result(w_result[i]), .cout(carry_out[i]));
    end
endgenerate
always@(posedge clk or negedge rst_n) 
begin
	if(!rst_n) begin
       result<=32'b0;
       cout<=1'b0;
       overflow<=1'b0;
	end
	else begin 
	    if(ALU_control==4'b0111)begin
            if(src1[31]^src2[31])
                result[0]<=src1[31];
            else 
                result[0]<=~carry_out[31];
            result[31:1]<=31'b0;
        end
        else 
            result<=w_result; 
        cout=1'b0;    
        overflow<=0;
        if(ALU_control[1:0]==2'b10)
            cout<=carry_out[31]; 
            if(src1[31]^src2[31]^ALU_control[2]==0)
                overflow=(src1[31]^result[31]);
	end
end
 always @(*) begin
    zero=(result==32'd0)?1:0;
end 
endmodule
`timescale 1ns/1ps
 module alu_top(
    src1,        
    src2,        
    less,        
    A_invert,    
    B_invert,    
    cin,         
    operation,   
    result,      
    cout         
);
input src1;
input src2;
input less;
input A_invert;
input B_invert;
input cin;
input [1:0] operation;
output result;
output cout;
reg result; 
reg cout;
reg a,b,c;
wire s1,s2;
assign s1=src1^A_invert;
assign s2=src2^B_invert; 
always@(*) 
begin
    case(operation)
    2'b00:
        begin
        result=s1&s2;
        cout=cin;
        end
    2'b01:
        begin
        result=s1|s2;
        cout=cin;
        end
    2'b10:
        begin
        a=s1^s2;
        b=s1&s2;
        result=a^cin;
        c=a&cin;
        cout=b|c;
        end
    2'b11:
        begin
        a=s1^s2;
        b=s1&s2;
        result=a^cin;
        c=a&cin;
        cout=b|c;
        end   
    endcase
end
endmodule
</file>
==> impl_metrics.json <==
{
  "ys_cells": 472,
  "antenna_found_initial": 0,
  "cts.sinks": 34,
  "place_ws_ps": -14710,
  "crit_slowest_cell": "fa_2",
  "clk_pin_slew_ps": 50,
  "arrival_ps": 15590,
  "cts_max_level": 2,
  "swShare_pct": 31.32,
  "lay_top_count": "buf_4",
  "numSynthFlops": 34,
  "dp_hpwl_mm": 8.234,
  "post-route-min-period_ps": 15440,
  "setup_violations": 34,
  "fp.dieW_microns": 124.1,
  "antenna_cells": 0,
  "port_buffers": 104,
  "wirelength_mm": 10.71,
  "wl_per_cell_microns": 12.03,
  "cts-root-buf": "clkbuf_16",
  "fin_area_sq_mm": 0.007308,
  "rr_startpoint": "result[31]",
  "logic_area_sq_mm": 0.003502,
  "grt_max_degree": 94,
  "hold_path_class": "in2async",
  "p_comb_share_pct": 55.1,
  "crit_fanout": 4,
  "drt_pre_antenna_iters": 4,
  "area.growth.synth_to_final_pct": 63.52,
  "seqCellArea_sq_um": 850.8,
  "drtIter0Drc": 152,
  "p_seq_share_pct": 24.7,
  "grtUsageTotal_pct": 14.88,
  "finalClockSkew_ps": 0.3156,
  "ff_type": "dfrtp_1",
  "place.gp.congestion": 0.8662,
  "grt.overflow.total": 0,
  "hold_buffers": 0,
  "cts_buffers": 5,
  "syn_avg_cell_area_sq_um": 9.469,
  "vias": 3756,
  "ctsLongestPathBuffers": 2,
  "fp_util_pct": 30.75,
  "grt_pass1_vias": 3792,
  "grt_pass1_wl_mm": 17.60,
  "place_area_sq_mm": 0.006863,
  "core-area_sq_mm": 0.01453,
  "maxCapViolCount": 0,
  "reg2reg_depth": 3,
  "setup_slack_ps": -13940,
  "post-route-drc-count": 0,
  "p_leak_nw": 3.711,
  "cpPeakStageDelay_ps": 390,
  "syn_area_sq_mm": 0.004469,
  "final_max_slew_viol_count": 0,
  "row_count": 44,
  "insertion_delay_ps": 270,
  "yosysUniqueCellTypes": 31,
  "place_inst": 860,
  "r2r-end": "overflow",
  "die_y_microns": 124.1,
  "enable_flop_cells": 0,
  "p_sw_mw": 1.591,
  "synth_cells": 472,
  "vias_per_cell": 4.220,
  "status": "complete, but fails checks",
  "tns_ps": -243400,
  "endpoint_kind": "register",
  "ant_nets": 0,
  "fp.dieArea_sq_mm": 0.01539,
  "slew_headroom_pct": 55.58,
  "fin_crit_sh_pct": 1029,
  "worstSetupStartpointType": "input pin",
  "tightestPinTransition_ps": 666.4,
  "reg2reg_slack_ps": 490,
  "fin_cells": 890,
  "ys_seq_share_pct": 19.04,
  "max_freq_ghz": 0.06477,
  "final_hold_viol_count": 0,
  "cp_common_cell": "fa_2",
  "num_io_pins": 105,
  "warnings": 92,
  "lay_top_cells": "buf_4, inv_1, ha_1",
  "critPathBufInv": 2,
  "share_clk_of_total_power_pct": 20.1,
  "tritoncts": "built",
  "p_per_area_mw_per_mm2": 695.2,
  "intPower_mw": 3.489,
  "violations": "setup timing",
  "hold-worst-slack_ps": 62.54,
  "critical_path.top_delay_family": "adder cells",
  "fin_util_pct": 50.28,
  "drive_gt1_share_pct": 41.08,
  "async_flop_share_pct": 100.0,
  "vdd_drop_max_mv": 0.3445,
  "cp.required_ps": 1650,
  "critical_path_class": "in2reg",
  "p_total_mw": 5.081,
  "final.fill_count": 1260,
  "synth_chip_area_sq_mm": 0.004469,
  "rsz0062_at_grt": "yes",
  "yosysWarnings": 2
}
-- kinds of logic after synthesis --
group,Yosys count,share of synthesized area (%)
simple gates,79,9.239
compound gates,71,14.47
fa+ha+maj,97,32.50
flops,34,19.04
xor+xnor,64,12.71
buf+inv,127,12.04
-- sequential cells by signal, indices dropped and copies added (netlist names) --
name and cells:
overflow 1, result 32, cout 1
-- cells in the mapped netlist (2+ instances only) --
library cell	number	share of area (%)
a21oi_1	5	0.56
a221oi_2	28	9.4
buf_2	13	1.5
buf_4	10	1.7
clkbuf_1	5	0.42
dfrtp_1	34	19
fa_1	32	14
ha_1	64	18
inv_1	98	8.2
nand2_1	3	0.25
nand2b_1	27	3.8
nand4_1	2	0.28
nor2_1	32	2.7
nor4_1	8	1.1
o21ai_0	29	3.2
o21ai_1	4	0.45
o22ai_1	3	0.42
xnor2_1	2	0.39
xor2_1	61	12
-- timing repair --
item | CTS | global route
endpoints found under the setup margin | 47 | 47
pin swaps | 26 | 6
resized | 57 | 23
buffers inserted | 13 | 11
-- worst max-delay path by stage --
stage | start | to | slack [ps] | depth (start not counted)
final | ALU_control[3] | result[0] | -13940 | 69
after global routing | ALU_control[3] | result[0] | -14510 | 69
after CTS | ALU_control[3] | result[0] | -13980 | 69
-- power groups by stage --
stage / Combinational, mW / Clock (mW) / Sequential, mW
4_1_cts: 2.75 / 1.05 / 1.25
5_1_grt: 3.13 / 1.09 / 1.28
6_report: 2.80 / 1.02 / 1.26
-- layer usage --
layer / track usage (%) / up-vias / wire, microns
li1: - / 1930 / -
met1: 21.37 / 1741 / 5011
met2: 25.24 / 80 / 5144
met3: 2.383 / 5 / 508
met4: 0.6696 / 0 / 40
met5: 0 / - / 0
-- area by class of cell --
class / count / area share [%]
multi-input combinational: 311 / 47.92
timing repair buffer: 255 / 30.18
sequential: 34 / 11.64
inverter: 98 / 5.033
tap: 184 / 3.150
clock buffer: 6 / 1.900
clock inverter: 2 / 0.1712
Power is estimated from default activity; no workload was simulated.
